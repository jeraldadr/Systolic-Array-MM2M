--- flow/config.mk ---
export PLATFORM = sky130hd
export DESIGN_NAME = systolic_array
export DESIGN_NICKNAME = systolic_array
export VERILOG_FILES = /design/flow/design.v
export SDC_FILE = /design/flow/constraint.sdc
export NUM_CORES = 4
export LEC_CHECK = 1
export CORE_UTILIZATION = 50
--- flow/run.sh ---
#!/bin/bash
# OpenROAD 26Q1-2900-gdf79404cd8, Yosys 0.63+post, stock flow scripts
make -C /OpenROAD-flow-scripts/flow DESIGN_CONFIG=/design/flow/config.mk WORK_HOME=/design/flow/orfs finish
--- flow/constraint.sdc ---
current_design systolic_array

set clk_period 11.2
set clk_io_pct 0.2

create_clock -name clk0 -period $clk_period [get_ports {clk}]

set non_clock_inputs [all_inputs -no_clocks]
set_input_delay [expr $clk_period * $clk_io_pct] -clock clk0 $non_clock_inputs
set_output_delay [expr $clk_period * $clk_io_pct] -clock clk0 [all_outputs]
--- flow/design.v ---
module PE(
    input wire [7:0] inp_north, 
    input wire [7:0] inp_west,   
    input wire clk,              
    input wire rst,              
    output reg [7:0] outp_south, 
    output reg [7:0] outp_east,  
    output reg [15:0] result      
);
always @(posedge clk or posedge rst) begin
    if (rst) begin
        outp_south <= 0;
        outp_east <= 0;
        result <= 0;
    end
    else begin
        outp_south <= inp_north;  
        outp_east <= inp_west;    
        result <= result + (inp_north * inp_west);
    end
end
endmodule
module systolic_array(
    input wire[7:0] inp_west0,
    input wire[7:0] inp_west4,
    input wire[7:0] inp_west8,
    input wire[7:0] inp_west12,
    input wire[7:0] inp_north0,
    input wire[7:0] inp_north1,
    input wire[7:0] inp_north2,
    input wire[7:0] inp_north3,
    output reg [15:0] out00,
    output reg [15:0] out01,
    output reg [15:0] out02,
    output reg [15:0] out03,
    output reg [15:0] out04,
    output reg [15:0] out05,
    output reg [15:0] out06,
    output reg [15:0] out07,
    output reg [15:0] out08,
    output reg [15:0] out09,
    output reg [15:0] out10,
    output reg [15:0] out11,
    output reg [15:0] out12,
    output reg [15:0] out13,
    output reg [15:0] out14,
    output reg [15:0] out15,
	input wire clk, 
    input wire rst, 
    output reg done);
reg [3:0] cycle_counter;
wire [7:0] out_south[3:0][3:0]; 
wire [7:0] out_east[3:0][3:0];  
wire [15:0] res[3:0][3:0];
PE pe00 (.inp_north(inp_north0), .inp_west(inp_west0), .clk(clk), .rst(rst), .outp_south(out_south[0][0]), .outp_east(out_east[0][0]), .result(res[0][0]));
PE pe01 (.inp_north(inp_north1), .inp_west(out_east[0][0]), .clk(clk), .rst(rst), .outp_south(out_south[0][1]), .outp_east(out_east[0][1]), .result(res[0][1]));
PE pe02 (.inp_north(inp_north2), .inp_west(out_east[0][1]), .clk(clk), .rst(rst), .outp_south(out_south[0][2]), .outp_east(out_east[0][2]), .result(res[0][2]));
PE pe03 (.inp_north(inp_north3), .inp_west(out_east[0][2]), .clk(clk), .rst(rst), .outp_south(out_south[0][3]), .outp_east(out_east[0][3]), .result(res[0][3]));
PE pe04 (.inp_north(out_south[0][0]), .inp_west(inp_west4), .clk(clk), .rst(rst), .outp_south(out_south[1][0]), .outp_east(out_east[1][0]), .result(res[1][0]));
PE pe05 (.inp_north(out_south[0][1]), .inp_west(out_east[1][0]), .clk(clk), .rst(rst), .outp_south(out_south[1][1]), .outp_east(out_east[1][1]), .result(res[1][1]));
PE pe06 (.inp_north(out_south[0][2]), .inp_west(out_east[1][1]), .clk(clk), .rst(rst), .outp_south(out_south[1][2]), .outp_east(out_east[1][2]), .result(res[1][2]));
PE pe07 (.inp_north(out_south[0][3]), .inp_west(out_east[1][2]), .clk(clk), .rst(rst), .outp_south(out_south[1][3]), .outp_east(out_east[1][3]), .result(res[1][3]));
PE pe08 (.inp_north(out_south[1][0]), .inp_west(inp_west8), .clk(clk), .rst(rst), .outp_south(out_south[2][0]), .outp_east(out_east[2][0]), .result(res[2][0]));
PE pe09 (.inp_north(out_south[1][1]), .inp_west(out_east[2][0]), .clk(clk), .rst(rst), .outp_south(out_south[2][1]), .outp_east(out_east[2][1]), .result(res[2][1]));
PE pe10 (.inp_north(out_south[1][2]), .inp_west(out_east[2][1]), .clk(clk), .rst(rst), .outp_south(out_south[2][2]), .outp_east(out_east[2][2]), .result(res[2][2]));
PE pe11 (.inp_north(out_south[1][3]), .inp_west(out_east[2][2]), .clk(clk), .rst(rst), .outp_south(out_south[2][3]), .outp_east(out_east[2][3]), .result(res[2][3]));
PE pe12 (.inp_north(out_south[2][0]), .inp_west(inp_west12), .clk(clk), .rst(rst), .outp_south(out_south[3][0]), .outp_east(out_east[3][0]), .result(res[3][0]));
PE pe13 (.inp_north(out_south[2][1]), .inp_west(out_east[3][0]), .clk(clk), .rst(rst), .outp_south(out_south[3][1]), .outp_east(out_east[3][1]), .result(res[3][1]));
PE pe14 (.inp_north(out_south[2][2]), .inp_west(out_east[3][1]), .clk(clk), .rst(rst), .outp_south(out_south[3][2]), .outp_east(out_east[3][2]), .result(res[3][2]));
PE pe15 (.inp_north(out_south[2][3]), .inp_west(out_east[3][2]), .clk(clk), .rst(rst), .outp_south(out_south[3][3]), .outp_east(out_east[3][3]), .result(res[3][3]));
  always @(posedge clk or posedge rst) begin
    if (rst ) begin
      	out00 = 0; 
      out01 = 0; 
      out02 = 0; 
      out03 = 0;
      out04 = 0; 
      out05 = 0; 
      out06 = 0; 
      out07 = 0;
      out08 = 0; 
      out09 = 0; 
      out10 = 0; 
      out11 = 0;
      out12 = 0; 
      out13 = 0; 
      out14 = 0; 
      out15 = 0;
        done <= 0;
        cycle_counter <= 0;
    end else if (!done) begin
      	out00 = res[0][3]; 
        out01 = res[0][2]; 
        out02 = res[0][1]; 
        out03 = res[0][0];
        out04 = res[1][3]; 
        out05 = res[1][2]; 
        out06 = res[1][1]; 
        out07 = res[1][0];
        out08 = res[2][3]; 
        out09 = res[2][2]; 
        out10 = res[2][1]; 
        out11 = res[2][0];
        out12 = res[3][3]; 
        out13 = res[3][2]; 
        out14 = res[3][1]; 
        out15 = res[3][0];
      if (cycle_counter < 11) begin
            cycle_counter <= cycle_counter + 1;
        end else begin
            done <= 1;   
        end
    end
end
endmodule
==> notes.md <==
run metrics: Log Warnings 35, Die Y-Extent 350.1 µm, Least-Margin Pin Slew around 0.75 ns, Area growth syn-to-layout 13.50%, max_cap viols 0, vias per cell 4.858, CTS H-tree lvls 3, hold-fix buffers at CTS 0, path type of the worst min-delay path reg -> reg, num rows roughly 130, Die Wd 350.1 µm, area leader, netlist dfrtp_1, gpl congestion a little under 0.9, Sw Share 0.4374, core box area approximately 120,000 µm², Crit path depth 15, reg2reg setup slack 6.31 ns, post-CTS setup buffer count 0, yosys warns 2, antenna violations before repair 15, type of origin of the critical path input pin, final tally of setup violations 0, worst skew pair latency 0.68 ns, CP Cell Sequence clkdlybuf4s50_1 -> nand2_1 -> fa_1 -> fa_1 -> inv_1 -> fa_1 -> inv_1 -> fa_1 -> inv_1 -> ha_1 -> o21ai_2 -> a21oi_2 -> o41a_1 -> or4b_1 -> nand4b_1, clock buffer count from CTS 87, Cells after Synth 6,088, biggest area cells dfrtp_1, fa_1, ha_1, inv_1, and2_1, top cell type's share of synthesized area 0.2928, largest net degree at the start of global routing about 130, placed inst area 65,670 µm², Distinct cells, synth around 70, Post-synth seq share 0.2928, Reg area 17,750 µm², Detailed Route WL 132.4 mm, aggregate global routing overflow 0, hold violation total from the final report 0, Port Buffers 322, Flop pwr share 0.192, crit path time final 6.216 ns, delay-heaviest family, CP adder cells, vias in the first global route 41,600, Sink Count 709, Residual DRC 0, yosys stat area ~61,000 µm², most numerous cell in the Yosys netlist inv_1, hold path depth 2, fin area between 60,000 and 70,000 µm², Slew Limit Fails 0, Initial Util 0.5051, fmax 160.9 MHz, clock buffer depth 3, share of layout cells above drive strength 1 0.04448, Commonest cells post-synth inv_1, fa_1, nand2_1, dfrtp_1, ha_1, Critical Path Sink Type flip-flop, CTS root buffer clkbuf_16, Multi-input gate area about 37,000 µm², DRT iter0 DRCs 1,664, IO Pins 323, Synth async-reset ratio 1.000, Mapped Avg Cell Area 9.953 µm², R2R depth 16, post_cts resized 0, Yosys reg bits ~710, Worst path slowest cell clkdlybuf4s50_1, PD cells 342.4 nW/µm², Data arrival, critical path 6.81 ns, PnR worst setup slack between 4 and 5 ns, drt first pass iters 5, CTS tree built, Commonest flop dfrtp_1, drt wl/cell 16.32 µm, placed wire-length estimate 105.6 mm, Filler Cell Count approximately 10,000, Top cell by count, worst path fa_1, Worst-path clk slew 0.06 ns, All-Layer GR Usage 0.2466, Comb power frac 0.680, # Cells Yosys about 6,100, Clock power frac 0.128, number of enable flip-flop cells 0, FF-to-FF Start pe05.outp_east[2]$_DFF_PP0_, Post-DRT Antenna Nets 0, Leakage roughly 36 nW, critical path buffer and inverter count 4, Place WS between 4 and 5 ns, worst path required time 11.80 ns, Post-Syn Area 60,590 µm², VDD IR max 0.2758 mV, worst relative slew slack 0.4977, critical path type in -> reg, Hold EP out04[4]$_DFFE_PP0N_, crit share post-route 0.5550, outcome finished, final reports clean, Int Pwr between 10 and 15 mW, min-delay src out04[4]$_DFFE_PP0N_, P_sw 10.30 mW, first-pass GRT wire length 220.7 mm, Die Size 122,600 µm², CP peak stage delay slightly below 0.8 ns, Crit Path Max Fanout 9, Via Count 39,420, RSZ-0062 raised after global routing false, clock skew 0.02895 ns, reg2reg end pe06.result[13]$_DFF_PP0_
[power groups by stage]
| stage | logic (mW) | registers [mW] | clock network [mW] |
|---|---|---|---|
| 6_report | 16.0 | 4.52 | 3.01 |
| 5_1_grt | 18.7 | 4.66 | 3.21 |
| 4_1_cts | 16.2 | 4.54 | 3.11 |
[worst max-delay path by stage]
stage                                to           from
CTS           pe02.result[13]$_DFF_PP0_  inp_north2[3]
global route  pe02.result[13]$_DFF_PP0_  inp_north2[5]
finish        pe02.result[13]$_DFF_PP0_  inp_north2[3]
[cells by family after synthesis]
kind of cell / count (synthesis) / synth area share
AOI/OAI and AO/OA: 537 / 0.05414
buffers and inverters: 1691 / 0.1048
DFF: 709 / 0.2928
xor gates and xnor gates: 198 / 0.02862
adders and majority gates: 1361 / 0.3801
and+or+nand+nor: 1487 / 0.1202
muxes: 105 / 0.01939
[metrics by stage]
step | power (mW) | TNS (ns) | hold WS, ns | utilization | instances
2_1_floorplan | 16.66 | -530.24 | 0.3519 | - | 6088
5_1_grt | 26.55 | 0 | 0.4934 | 0.5731 | 8110
3_3_place_gp | 20.53 | 0 | 0.4640 | 0.5474 | 7949
3_5_place_dp | 20.64 | 0 | 0.4720 | 0.5474 | 7949
6_report | 23.55 | 0 | 0.4811 | 0.5732 | 8115
4_1_cts | 23.89 | 0 | 0.4868 | 0.5731 | 8109
[final cells by class]
cell class                 instances  share of cell area
antenna                            6           0.0002183
clock inverter                    46            0.008624
timing repair buffer             340             0.04938
tap                             1612             0.02933
clock buffer                     114             0.03624
inverter                        1600             0.08738
multi-input combinational       3688              0.5308
sequential                       709              0.2580
[tightest hold or removal path, stage by stage (launching register included)]
cell     delay [ns]
dfrtp_1        0.34
nand2_1        0.05
o21ai_0        0.05
[metal layers]
layer  global-route usage  vias to the layer above  part of all wire
li1                     -                    18940                 -
met1               0.3660                    19420              0.42
met2               0.3749                      881              0.47
met3              0.08924                      162             0.087
met4              0.04350                       20             0.023
met5             0.008634                        -            0.0017
[layout by cell type (no fill, tap or decap), drive strengths merged, types with 7 or more instances in the layout]
cell,n
dfrtp,709
xor2,34
clkbuf,114
a211o,8
clkdlybuf4s50,322
a211oi,12
nand2b,20
nor4,7
a21boi,8
nor3,22
nand3,22
o41ai,7
o21ai,231
nand4,12
nor2,87
a31oi,21
ha,561
or2,7
nor2b,32
a21oi,121
inv,1603
fa,800
o211ai,7
bufinv,12
and2,520
xnor2,164
buf,18
clkinv,23
a21o,41
o21a,22
mux2,99
clkinvlp,8
o21bai,15
nand2,725
Power and IR drop assume default switching activity.
